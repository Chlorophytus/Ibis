--- /design/flow/design.v ---
`timescale 1ns / 1ps
`default_nettype none
module ibis_popcnt6
 (input wire logic unsigned [5:0] in_bits,
  output logic unsigned [2:0] count);
  always_comb begin: ibis_popcnt6_counting
    unique case(in_bits)
      6'b000000: count = 3'd0;
      6'b000001: count = 3'd1;
      6'b000010: count = 3'd1;
      6'b000011: count = 3'd2;
      6'b000100: count = 3'd1;
      6'b000101: count = 3'd2;
      6'b000110: count = 3'd2;
      6'b000111: count = 3'd3;
      6'b001000: count = 3'd1;
      6'b001001: count = 3'd2;
      6'b001010: count = 3'd2;
      6'b001011: count = 3'd3;
      6'b001100: count = 3'd2;
      6'b001101: count = 3'd3;
      6'b001110: count = 3'd3;
      6'b001111: count = 3'd4;
      6'b010000: count = 3'd1;
      6'b010001: count = 3'd2;
      6'b010010: count = 3'd2;
      6'b010011: count = 3'd3;
      6'b010100: count = 3'd2;
      6'b010101: count = 3'd3;
      6'b010110: count = 3'd3;
      6'b010111: count = 3'd4;
      6'b011000: count = 3'd2;
      6'b011001: count = 3'd3;
      6'b011010: count = 3'd3;
      6'b011011: count = 3'd4;
      6'b011100: count = 3'd3;
      6'b011101: count = 3'd4;
      6'b011110: count = 3'd4;
      6'b011111: count = 3'd5;
      6'b100000: count = 3'd1;
      6'b100001: count = 3'd2;
      6'b100010: count = 3'd2;
      6'b100011: count = 3'd3;
      6'b100100: count = 3'd2;
      6'b100101: count = 3'd3;
      6'b100110: count = 3'd3;
      6'b100111: count = 3'd4;
      6'b101000: count = 3'd2;
      6'b101001: count = 3'd3;
      6'b101010: count = 3'd3;
      6'b101011: count = 3'd4;
      6'b101100: count = 3'd3;
      6'b101101: count = 3'd4;
      6'b101110: count = 3'd4;
      6'b101111: count = 3'd5;
      6'b110000: count = 3'd2;
      6'b110001: count = 3'd3;
      6'b110010: count = 3'd3;
      6'b110011: count = 3'd4;
      6'b110100: count = 3'd3;
      6'b110101: count = 3'd4;
      6'b110110: count = 3'd4;
      6'b110111: count = 3'd5;
      6'b111000: count = 3'd3;
      6'b111001: count = 3'd4;
      6'b111010: count = 3'd4;
      6'b111011: count = 3'd5;
      6'b111100: count = 3'd4;
      6'b111101: count = 3'd5;
      6'b111110: count = 3'd5;
      6'b111111: count = 3'd6;
      default: ;
    endcase
  end: ibis_popcnt6_counting
endmodule: ibis_popcnt6
`timescale 1ns / 1ps
`default_nettype none
module ibis_tmds_encoder
 (input wire logic aclk,
  input wire logic aresetn,
  input wire logic enable,
  input wire logic unsigned [7:0] data,
  input wire logic data_enable,
  input wire logic unsigned [1:0] control,
  output logic unsigned [9:0] out_parallel,
  output logic signed [4:0] debug_balance,
  output logic signed [4:0] debug_bias);
  logic unsigned [1:0] r_control;
  logic signed [4:0] r_bias;
  logic unsigned [9:0] r_out;
  wire logic signed [4:0] w_i_zeroes;
  wire logic signed [4:0] w_balance;
  wire logic unsigned [8:0] w_i;  
  wire logic w_use_xnor;
  wire logic unsigned [3:0] w_ones;
  wire logic unsigned [2:0] w_ones_7to4;
  wire logic unsigned [2:0] w_ones_3to0;
  wire logic signed [4:0] w_i_ones;
  wire logic unsigned [2:0] w_i_ones_7to4;
  wire logic unsigned [2:0] w_i_ones_3to0;
  ibis_popcnt6 ones_7to4(
    .in_bits({2'b00, data[7:4]}),
    .count(w_ones_7to4)
  );
  ibis_popcnt6 ones_3to0(
    .in_bits({2'b00, data[3:0]}),
    .count(w_ones_3to0)
  );
  assign w_ones = {1'b0, w_ones_7to4} + {1'b0, w_ones_3to0};
  assign w_use_xnor = (w_ones > 4'h4) | ((w_ones == 4'h4) & (~data[0]));
  assign w_i[0] = data[0];
  assign w_i[1] = (w_use_xnor ? (w_i[0] ~^ data[1]) : (w_i[0] ^ data[1]));
  assign w_i[2] = (w_use_xnor ? (w_i[1] ~^ data[2]) : (w_i[1] ^ data[2]));
  assign w_i[3] = (w_use_xnor ? (w_i[2] ~^ data[3]) : (w_i[2] ^ data[3]));
  assign w_i[4] = (w_use_xnor ? (w_i[3] ~^ data[4]) : (w_i[3] ^ data[4]));
  assign w_i[5] = (w_use_xnor ? (w_i[4] ~^ data[5]) : (w_i[4] ^ data[5]));
  assign w_i[6] = (w_use_xnor ? (w_i[5] ~^ data[6]) : (w_i[5] ^ data[6]));
  assign w_i[7] = (w_use_xnor ? (w_i[6] ~^ data[7]) : (w_i[6] ^ data[7]));
  assign w_i[8] = ~w_use_xnor;
  ibis_popcnt6 i_ones_7to4(
    .in_bits({2'b00, w_i[7:4]}),
    .count(w_i_ones_7to4)
  );
  ibis_popcnt6 i_ones_3to0(
    .in_bits({2'b00, w_i[3:0]}),
    .count(w_i_ones_3to0)
  );
  assign w_i_ones = signed'({1'b0, {1'b0, w_i_ones_7to4} + {1'b0, w_i_ones_3to0}});
  assign w_i_zeroes = 5'sh8 - w_i_ones;
  assign w_balance = w_i_ones - w_i_zeroes;
  always_ff @(posedge aclk) begin: ibis_tmds_encoder_control
		if(!aresetn) begin
			r_control <= 2'b00;
		end else if(enable) begin
      r_control <= control;
    end
  end: ibis_tmds_encoder_control
  always_ff @(posedge aclk) begin: ibis_tmds_encoder_output
    if(!aresetn) begin
        r_bias <= 5'sh0;
    end else if(enable & data_enable) begin
      if((r_bias == 5'sh0) | (w_balance == 5'sh0)) begin
        if(~w_i[8]) begin
          r_out <= {2'b10, ~unsigned'(w_i[7:0])};
          r_bias <= r_bias - w_balance;
        end else begin
          r_out <= {2'b01, unsigned'(w_i[7:0])};
          r_bias <= r_bias + w_balance;
        end
      end else if(
          ((r_bias > 5'sh0) & (w_balance > 5'sh0)) |
          ((r_bias < 5'sh0) & (w_balance < 5'sh0)) 
      ) begin
        r_out <= {1'b1, w_i[8], ~w_i[7:0]};
        r_bias <= r_bias + signed'({3'b000, w_i[8], 1'b0}) - w_balance;
      end else begin
        r_out <= {1'b0, w_i[8], w_i[7:0]};
        r_bias <= r_bias - signed'({3'b000, ~w_i[8], 1'b0}) + w_balance;
      end
    end else if(enable) begin
      unique case(r_control)
        2'b00: r_out <= 10'b1101010100;
        2'b01: r_out <= 10'b0010101011;
        2'b10: r_out <= 10'b0101010100;
        2'b11: r_out <= 10'b1010101011;
        default: ;
      endcase
      r_bias <= 5'sh0;
    end
  end: ibis_tmds_encoder_output
  assign out_parallel = r_out;
  assign debug_balance = w_balance;
  assign debug_bias = r_bias;
endmodule: ibis_tmds_encoder
--- /design/flow/run.sh ---
#!/bin/bash
# OpenROAD 26Q1-2900-gdf79404cd8, Yosys 0.63+post, stock flow scripts
make -C /OpenROAD-flow-scripts/flow DESIGN_CONFIG=/design/flow/config.mk WORK_HOME=/design/flow/orfs finish
--- /design/flow/config.mk ---
export PLATFORM = sky130hd
export DESIGN_NAME = ibis_tmds_encoder
export DESIGN_NICKNAME = ibis_tmds_encoder
export VERILOG_FILES = /design/flow/design.v
export SDC_FILE = /design/flow/constraint.sdc
export NUM_CORES = 4
export LEC_CHECK = 1
export CORE_AREA = 10 10 113 113
export DIE_AREA = 0 0 123 123
--- /design/flow/constraint.sdc ---
current_design ibis_tmds_encoder

set clk_period 10.2
set clk_io_pct 0.2

create_clock -name clk0 -period $clk_period [get_ports {aclk}]

set non_clock_inputs [all_inputs -no_clocks]
set_input_delay [expr $clk_period * $clk_io_pct] -clock clk0 $non_clock_inputs
set_output_delay [expr $clk_period * $clk_io_pct] -clock clk0 [all_outputs]
==> metrics.yaml <==
status:
  status: "finished, final reports clean"
floorplanning:
  chip_area_sq_um: 15100
  placement_rows: 37
  floorplan.core_area_sq_um: 10300
  initial_core_util_pct: 20.9
  fp.dieH_um: 123
  pin_count: 34
  die_width_um: 123
global_routing:
  largest_net_degree_at_the_start_of_global_routing: 18
  number_of_antenna_violations_at_the_first_check_in_global_routing: 0
  grt_first_pass_wirelength_mm: 8.01
  grt_use_total_pct: 6.38
  first_global_vias: 1664
  grt_remaining_overflow: 0
worst_setup_path:
  worstSetupStartpoint: "data[0]"
  crit_top_cell: "sky130_fd_sc_hd__ha_1"
  r2r_slack_ns: 7.43
  critical_path_peak_fanout: 11
  critical_path_depth: 19
  critical_path.top_delay_family: "adder cells"
  cell_by_cell_trace_of_the_critical_path: "clkdlybuf4s50_1 > inv_1 > ha_1 > xor2_4 > xor2_1 > ha_1 > fa_1 > or3b_1 > a221oi_2 > buf_4 > xnor2_1 > inv_1 > ha_1 > xor2_1 > ha_1 > fa_1 > xnor2_1 > inv_1 > clkdlybuf4s50_1"
  crit_slowest_cell: "sky130_fd_sc_hd__clkdlybuf4s50_1"
  worst_ep_required_time_ns: 8.16
  timing.critical_path.to: "debug_balance[4]"
  worst_setup_path_start_kind: "input port"
  criticalPathCategory: "input port to output pin"
  endpoint_of_the_most_critical_register_to_register_path: "r_bias[3]"
  critical_path.n_buffers_inverters: 6
  worst_setup_path_end_kind: "output pin"
  cpPeakStageDelay_ns: 0.64
  cp_data_arrival_time_ns: 7.47
  ff2ff_path_depth: 10
  reg2reg_from: "r_bias[1]"
timing:
  final_min_period_over_clock_period_pct: 93.2
  finalHoldViolations: 0
  final-setup-viol-count: 0
  grt_setup_unrepaired: "no"
  timing.final.crit_period_ns: 9.51
  timing.fmax_mhz: 105
  clock_skew_ns: 0.00312
  finalMaxSlewViolations: 0
  max_slew_margin_pct: 58.6
  tightestPinTransition_ns: 0.604
  post-route-worst-setup-slack_ns: 0.689
  final.setup.tns_ns: 0
  worst_hold_slack_ns: 0.566
place:
  globalplace.congestion: 0.899
  port-buffer-count: 31
  place_ws_ns: 0.649
  place_hpwl_mm: 4.03
detailed_routing:
  drt-initial-drc-count: 103
  drtAntennaViolNets: 0
  route.detailed.vias_per_inst: 4.10
  routedWlPerCell_um: 11.6
  via_count: 1661
  diodes: 0
  detail_route.wirelength_mm: 4.71
  post-route-drc-count: 0
  drt_first_pass_iters: 4
flow_run:
  stage_log_warnings: 39
  max_cap_viol_count: 0
layout:
  final-seq-area_sq_um: 420
  post_route_cells_drive_above_1_share_pct: 5.20
  multiInputGateArea_sq_um: 1600
  syn2layout_area_growth_pct: 22.9
  final.fill_count: 1071
clocking:
  clk_pin_slew_ns: 0.06
  clock_tree.htree_level_count: 1
  tritoncts: "yes"
  clkLatencyLatePin_ns: 0.24
  cts_made_buffers: 3
  clock_path_buffers: 2
  cts_root_buffer: "sky130_fd_sc_hd__clkbuf_8"
  hold_buf_count_cts: 0
  cts_repair_resize_count: 0
  cts.sinks: 16
  postCtsSetupRepairBufs: 0
logic_synthesis:
  netlist-cell-type-count: 50
  post_synth_main_area_contributors: "sky130_fd_sc_hd__ha_1, sky130_fd_sc_hd__edfxtp_1, sky130_fd_sc_hd__xnor2_1, sky130_fd_sc_hd__dfxtp_1, sky130_fd_sc_hd__fa_1"
  top_ff_cell_synth: "sky130_fd_sc_hd__edfxtp_1"
  largest_area_cell: "sky130_fd_sc_hd__ha_1"
  synthesis.instances: 240
  yosys_warnings: 2
  avg_synthesized_cell_area_sq_um: 8.98
  synth.top_cell.area_share_pct: 19.2
  ys_seq_elements: 16
  ys_seq_share_pct: 19.5
  yosysCellCount: 240
  syn-cell-area_sq_um: 2160
  edf_count: 10
  asyncSetResetFlopFracSynth_pct: 0
  yosys.stat.chipArea_sq_um: 2160
hold_path:
  min-delay-path-class: "register to register"
  hold_depth: 2
power_and_ir_drop:
  static-leakage-power_nw: 1.11
  power.density_cell_area_nw_per_um2: 315
  power.ir.vdd_worst_mv: 0.105
==> cell usage after synthesis (2+ instances only) <==
library cell and instances:
sky130_fd_sc_hd__o21ai_1 3, sky130_fd_sc_hd__nand4_1 2, sky130_fd_sc_hd__o21a_1 3, sky130_fd_sc_hd__mux2i_1 8, sky130_fd_sc_hd__buf_4 3, sky130_fd_sc_hd__o31ai_1 2, sky130_fd_sc_hd__o21ai_0 15, sky130_fd_sc_hd__nand2_1 9
sky130_fd_sc_hd__o211ai_1 2, sky130_fd_sc_hd__xor2_1 11, sky130_fd_sc_hd__and3_1 3, sky130_fd_sc_hd__ha_1 33, sky130_fd_sc_hd__fa_1 6, sky130_fd_sc_hd__inv_1 24, sky130_fd_sc_hd__and2_1 5, sky130_fd_sc_hd__xnor2_4 2
sky130_fd_sc_hd__nand3_1 3, sky130_fd_sc_hd__dfxtp_1 6, sky130_fd_sc_hd__nor3_1 2, sky130_fd_sc_hd__nand3b_1 2, sky130_fd_sc_hd__nor2b_1 9, sky130_fd_sc_hd__xnor2_1 14, sky130_fd_sc_hd__nand2b_1 3, sky130_fd_sc_hd__clkbuf_1 4
sky130_fd_sc_hd__a21oi_1 14, sky130_fd_sc_hd__o22ai_1 2, sky130_fd_sc_hd__edfxtp_1 10, sky130_fd_sc_hd__nor2_1 18
==> cells in the final DEF, fill, tap and decap left out, types with 2 or more instances in the layout <==
master and count:
sky130_fd_sc_hd__a21oi_1 14, sky130_fd_sc_hd__and2_1 5, sky130_fd_sc_hd__and3_1 3, sky130_fd_sc_hd__clkbuf_8 3, sky130_fd_sc_hd__clkdlybuf4s50_1 31, sky130_fd_sc_hd__conb_1 2
sky130_fd_sc_hd__dfxtp_1 6, sky130_fd_sc_hd__edfxtp_1 10, sky130_fd_sc_hd__fa_1 6, sky130_fd_sc_hd__ha_1 33, sky130_fd_sc_hd__inv_1 24, sky130_fd_sc_hd__mux2i_1 8
sky130_fd_sc_hd__nand2_1 9, sky130_fd_sc_hd__nand2b_1 3, sky130_fd_sc_hd__nand3_1 3, sky130_fd_sc_hd__nand3b_1 2, sky130_fd_sc_hd__nand4_1 2, sky130_fd_sc_hd__nor2_1 18
sky130_fd_sc_hd__nor2b_1 9, sky130_fd_sc_hd__nor3_1 2, sky130_fd_sc_hd__o211ai_1 2, sky130_fd_sc_hd__o21a_1 3, sky130_fd_sc_hd__o21ai_0 15, sky130_fd_sc_hd__o21ai_1 3
sky130_fd_sc_hd__o22ai_1 2, sky130_fd_sc_hd__o31ai_1 2, sky130_fd_sc_hd__xnor2_1 14, sky130_fd_sc_hd__xnor2_4 2, sky130_fd_sc_hd__xor2_1 11
==> worst min-delay path, stage by stage, from the launching register on <==
cell,delay [ns]
sky130_fd_sc_hd__dfxtp_1,0.34
sky130_fd_sc_hd__mux2i_1,0.13
sky130_fd_sc_hd__nor2b_1,0.05
==> per-stage QoR <==
| step | instance area (sq um) | std cells | util (%) | total power [mW] |
|---|---|---|---|---|
| CTS | 2650 | 405 | 25.7 | 0.844 |
| global placement | 2610 | 401 | 25.2 | 0.792 |
| finish | 2650 | 405 | 25.7 | 0.833 |
| detailed placement | 2610 | 401 | 25.2 | 0.794 |
| global route | 2650 | 405 | 25.7 | 0.937 |
| floorplan | 2160 | 241 | - | 0.612 |
==> cell families (layout without fill, tap and decap cells) <==
logic type               Yosys count  count (layout)  share of synthesized area [%]
AND/OR/NAND/NOR                   62              62                           15.1
AND-OR/OR-AND                     51              51                           14.9
adder cells (fa/ha/maj)           39              39                           24.7
buffers and inverters             33              61                           6.33
XOR/XNOR                          29              29                           15.0
flip-flops                        16              16                           19.5
multiplexers                       9               9                           4.24
other                              1               2                          0.174
==> state kept, by name, summed over array words and instances, names as in the netlist <==
register and cells:
r_out 10, r_bias 4, r_control 2
==> metal layers <==
metal | wire, um | global-route usage (%)
met3 | 314 | 1.67
met1 | 2280 | 8.85
met4 | 40 | 0.655
met5 | 0 | 0
met2 | 2080 | 10.2
==> report_power, final <==
| part | internal (mW) | switching, mW | leakage, nW |
|---|---|---|---|
| Clock | 0.0266 | 0.0187 | 0.0231 |
| Combinational | 0.335 | 0.364 | 0.942 |
| Sequential | 0.0804 | 0.00848 | 0.143 |
==> worst min-delay path by stage <==
| stage | end | from |
|---|---|---|
| 4_1_cts | r_control[1] | r_control[1] |
| 5_1_grt | r_control[0] | r_control[0] |
| 6_report | r_control[1] | r_control[1] |
==> area by class of cell <==
cell class / count / share of cell area, %
multi-input cells: 192 / 60.5
flip-flops and latches: 16 / 15.9
repair buffers: 32 / 12.0
well taps: 136 / 6.42
inverters: 25 / 3.54
clock buffers: 3 / 1.56
clock inverters: 1 / 0.142
No activity file was given, so power comes from the tool's default toggle rates.
