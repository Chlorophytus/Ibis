==> design/flow/design.v <==
`timescale 1ns / 1ps
`default_nettype none
module ibis_texture_mapper
#(parameter TILE_SIZE_POW2_MAX = 9,
  parameter WIDTH = 11)
 (input wire logic aclk,
  input wire logic aresetn,
  input wire logic enable,
  input wire logic unsigned [6:0] write_registers,
  input wire logic unsigned [WIDTH - 1:0] x,
  input wire logic unsigned [WIDTH - 1:0] y,
  input wire logic unsigned [2:0] texture_power2,
  input wire logic signed [17:0] texture_matrixA,
  input wire logic signed [17:0] texture_matrixB,
  input wire logic signed [17:0] texture_matrixC,
  input wire logic signed [17:0] texture_matrixD,
  input wire logic signed [17:0] texture_translateX,
  input wire logic signed [17:0] texture_translateY,
  output logic unsigned [(TILE_SIZE_POW2_MAX * 2) - 1:0] map_address,
  output logic stencil_test,  
  output logic stencil_step,  
  output logic ready);
  logic unsigned [9:0] r_state;
  always_ff @(posedge aclk) begin: ibis_texture_mapper_statem
    if(!aresetn) begin
      r_state <= 10'b00000_00001;
    end else if(enable) begin
      r_state <= {r_state[8:0], r_state[9]};
    end
  end: ibis_texture_mapper_statem
  logic unsigned [3:0] r_texture_power2;
  always_ff @(posedge aclk) begin: ibis_texture_mapper_hold_power2
    if(!aresetn) begin
      r_texture_power2 <= 4'h5;
    end else if(enable & write_registers[6] & r_state[0]) begin
      r_texture_power2 <= {1'b0, texture_power2} + 4'h1;
    end
  end: ibis_texture_mapper_hold_power2
  logic signed [17:0] r_texture_matrix[8];
  always_ff @(posedge aclk) begin: ibis_texture_mapper_hold_A
    if(!aresetn) begin
      r_texture_matrix[0] <= 18'sh00100;
    end else if(enable & write_registers[0] & r_state[0]) begin
      r_texture_matrix[0] <= texture_matrixA;
    end
  end: ibis_texture_mapper_hold_A
  always_ff @(posedge aclk) begin: ibis_texture_mapper_hold_B
    if(!aresetn) begin
      r_texture_matrix[1] <= 18'sh00000;
    end else if(enable & write_registers[1] & r_state[0]) begin
      r_texture_matrix[1] <= texture_matrixB;
    end
  end: ibis_texture_mapper_hold_B
  always_ff @(posedge aclk) begin: ibis_texture_mapper_hold_C
    if(!aresetn) begin
      r_texture_matrix[2] <= 18'sh00000;
    end else if(enable & write_registers[2] & r_state[0]) begin
      r_texture_matrix[2] <= texture_matrixC;
    end
  end: ibis_texture_mapper_hold_C
  always_ff @(posedge aclk) begin: ibis_texture_mapper_hold_D
    if(!aresetn) begin
      r_texture_matrix[3] <= 18'sh00100;
    end else if(enable & write_registers[3] & r_state[0]) begin
      r_texture_matrix[3] <= texture_matrixD;
    end
  end: ibis_texture_mapper_hold_D
   always_ff @(posedge aclk) begin: ibis_texture_mapper_hold_Tx
    if(!aresetn) begin
      r_texture_matrix[4] <= 18'sh00000;
    end else if(enable & write_registers[4] & r_state[0]) begin
      r_texture_matrix[4] <= texture_translateX;
    end
  end: ibis_texture_mapper_hold_Tx
  always_ff @(posedge aclk) begin: ibis_texture_mapper_hold_Ty
    if(!aresetn) begin
      r_texture_matrix[5] <= 18'sh00000;
    end else if(enable & write_registers[5] & r_state[0]) begin
      r_texture_matrix[5] <= texture_translateY;
    end
  end: ibis_texture_mapper_hold_Ty
  always_ff @(posedge aclk) begin: ibis_texture_mapper_hold_X
    if(enable & r_state[1]) begin
      r_texture_matrix[6] <= signed'({1'b0, x[8:0], 8'h00}) - r_texture_matrix[4];
    end
  end: ibis_texture_mapper_hold_X
  always_ff @(posedge aclk) begin: ibis_texture_mapper_hold_Y
    if(enable & r_state[3]) begin
      r_texture_matrix[7] <= signed'({1'b0, y[8:0], 8'h00}) - r_texture_matrix[5];
    end
  end: ibis_texture_mapper_hold_Y
  logic signed [35:0] r_intermediaries[4];
  always_ff @(posedge aclk) begin: ibis_texture_mapper_calc_Ax
    if(!aresetn) begin
      r_intermediaries[0] <= 36'sh0;
    end else if(enable & r_state[2]) begin
      r_intermediaries[0] <= r_texture_matrix[0] * r_texture_matrix[6];
    end
  end: ibis_texture_mapper_calc_Ax
  always_ff @(posedge aclk) begin: ibis_texture_mapper_calc_By
    if(!aresetn) begin
      r_intermediaries[1] <= 36'sh0;
    end else if(enable & r_state[4]) begin
      r_intermediaries[1] <= r_texture_matrix[1] * r_texture_matrix[7];
    end
  end: ibis_texture_mapper_calc_By
  always_ff @(posedge aclk) begin: ibis_texture_mapper_calc_Cx
    if(!aresetn) begin
      r_intermediaries[2] <= 36'sh0;
    end else if(enable & r_state[2]) begin
      r_intermediaries[2] <= r_texture_matrix[2] * r_texture_matrix[6];
    end
  end: ibis_texture_mapper_calc_Cx
  always_ff @(posedge aclk) begin: ibis_texture_mapper_calc_Dy
    if(!aresetn) begin
      r_intermediaries[3] <= 36'sh0;
    end else if(enable & r_state[4]) begin
      r_intermediaries[3] <= r_texture_matrix[3] * r_texture_matrix[7];
    end
  end: ibis_texture_mapper_calc_Dy
  logic signed [35:0] r_final_sums[2];
  logic unsigned [1:0] r_stencil;
  logic unsigned [1:0] r_stencil_step;
  always_ff @(posedge aclk) begin: ibis_texture_mapper_calc_Xp
    if(!aresetn) begin
      r_final_sums[0] <= 36'sh0;
    end else if(enable & r_state[5]) begin
      r_final_sums[0] <= (r_intermediaries[0] + r_intermediaries[1]) + (36'sh10000 <<< r_texture_power2);
    end
  end: ibis_texture_mapper_calc_Xp
  always_ff @(posedge aclk) begin: ibis_texture_mapper_stencilX
    if(!aresetn) begin
      r_stencil[0] <= 1'b0;
    end else if(enable & r_state[6]) begin
      unique case(r_texture_power2)
        4'h1: r_stencil[0] <= ~|(r_final_sums[0][35:18]);
        4'h2: r_stencil[0] <= ~|(r_final_sums[0][35:19]);
        4'h3: r_stencil[0] <= ~|(r_final_sums[0][35:20]);
        4'h4: r_stencil[0] <= ~|(r_final_sums[0][35:21]);
        4'h5: r_stencil[0] <= ~|(r_final_sums[0][35:22]);
        4'h6: r_stencil[0] <= ~|(r_final_sums[0][35:23]);
        4'h7: r_stencil[0] <= ~|(r_final_sums[0][35:24]);
        4'h8: r_stencil[0] <= ~|(r_final_sums[0][35:25]);
        default: ;
      endcase
    end
  end: ibis_texture_mapper_stencilX
  always_ff @(posedge aclk) begin: ibis_texture_mapper_calc_Yp
    if(!aresetn) begin
      r_final_sums[1] <= 36'sh0;
    end else if(enable & r_state[7]) begin
      r_final_sums[1] <= (r_intermediaries[2] + r_intermediaries[3]) + (36'sh10000 <<< r_texture_power2);
    end
  end: ibis_texture_mapper_calc_Yp
  always_ff @(posedge aclk) begin: ibis_texture_mapper_stencilY
    if(!aresetn) begin
      r_stencil[1] <= 1'b0;
    end else if(enable & r_state[8]) begin
      unique case(r_texture_power2)
        4'h1: r_stencil[1] <= ~|(r_final_sums[1][35:18]);
        4'h2: r_stencil[1] <= ~|(r_final_sums[1][35:19]);
        4'h3: r_stencil[1] <= ~|(r_final_sums[1][35:20]);
        4'h4: r_stencil[1] <= ~|(r_final_sums[1][35:21]);
        4'h5: r_stencil[1] <= ~|(r_final_sums[1][35:22]);
        4'h6: r_stencil[1] <= ~|(r_final_sums[1][35:23]);
        4'h7: r_stencil[1] <= ~|(r_final_sums[1][35:24]);
        4'h8: r_stencil[1] <= ~|(r_final_sums[1][35:25]);
        default: ;
      endcase
    end
  end: ibis_texture_mapper_stencilY
  always_ff @(posedge aclk) begin: ibis_texture_mapper_stencil_stepX
    if(enable & r_state[8]) begin
      unique case(r_texture_power2)
        4'h1: r_stencil_step[0] <= ~r_final_sums[0][16];
        4'h2: r_stencil_step[0] <= ~r_final_sums[0][17];
        4'h3: r_stencil_step[0] <= ~r_final_sums[0][18];
        4'h4: r_stencil_step[0] <= ~r_final_sums[0][19];
        4'h5: r_stencil_step[0] <= ~r_final_sums[0][20];
        4'h6: r_stencil_step[0] <= ~r_final_sums[0][21];
        4'h7: r_stencil_step[0] <= ~r_final_sums[0][22];
        4'h8: r_stencil_step[0] <= ~r_final_sums[0][23];
        default: ;
      endcase
    end
  end: ibis_texture_mapper_stencil_stepX
  always_ff @(posedge aclk) begin: ibis_texture_mapper_stencil_stepY
    if(enable & r_state[8]) begin
      unique case(r_texture_power2)
        4'h1: r_stencil_step[1] <= ~r_final_sums[1][16];
        4'h2: r_stencil_step[1] <= ~r_final_sums[1][17];
        4'h3: r_stencil_step[1] <= ~r_final_sums[1][18];
        4'h4: r_stencil_step[1] <= ~r_final_sums[1][19];
        4'h5: r_stencil_step[1] <= ~r_final_sums[1][20];
        4'h6: r_stencil_step[1] <= ~r_final_sums[1][21];
        4'h7: r_stencil_step[1] <= ~r_final_sums[1][22];
        4'h8: r_stencil_step[1] <= ~r_final_sums[1][23];
        default: ;
      endcase
    end
  end: ibis_texture_mapper_stencil_stepY
  logic unsigned [(TILE_SIZE_POW2_MAX * 2) - 1:0] r_map_address;
  always_ff @(posedge aclk) begin: ibis_texture_mapper_address
    if(enable & r_state[9]) begin
      unique case(r_texture_power2)
        4'h1: r_map_address <= {14'b0, r_final_sums[1][17:16], r_final_sums[0][17:16]};
        4'h2: r_map_address <= {12'b0, r_final_sums[1][18:16], r_final_sums[0][18:16]};
        4'h3: r_map_address <= {10'b0, r_final_sums[1][19:16], r_final_sums[0][19:16]};
        4'h4: r_map_address <= {8'b0, r_final_sums[1][20:16], r_final_sums[0][20:16]};
        4'h5: r_map_address <= {6'b0, r_final_sums[1][21:16], r_final_sums[0][21:16]};
        4'h6: r_map_address <= {4'b0, r_final_sums[1][22:16], r_final_sums[0][22:16]};
        4'h7: r_map_address <= {2'b0, r_final_sums[1][23:16], r_final_sums[0][23:16]};
        4'h8: r_map_address <= {r_final_sums[1][24:16], r_final_sums[0][24:16]};
        default: ;
      endcase
    end
  end: ibis_texture_mapper_address
  assign map_address = r_map_address;
  assign ready = r_state[9];
  assign stencil_test = &r_stencil;
  assign stencil_step = &r_stencil_step;
endmodule: ibis_texture_mapper
==> design/flow/run.sh <==
#!/bin/bash
# OpenROAD 26Q1-2900-gdf79404cd8, Yosys 0.63+post, stock flow scripts
make -C /OpenROAD-flow-scripts/flow DESIGN_CONFIG=/design/flow/config.mk WORK_HOME=/design/flow/orfs finish
==> design/flow/config.mk <==
export PLATFORM = sky130hd
export DESIGN_NAME = ibis_texture_mapper
export DESIGN_NICKNAME = ibis_texture_mapper
export VERILOG_FILES = /design/flow/design.v
export SDC_FILE = /design/flow/constraint.sdc
export NUM_CORES = 4
export LEC_CHECK = 1
export CORE_UTILIZATION = 40
==> design/flow/constraint.sdc <==
current_design ibis_texture_mapper

set clk_period 14.5
set clk_io_pct 0.2

create_clock -name clk0 -period $clk_period [get_ports {aclk}]

set non_clock_inputs [all_inputs -no_clocks]
set_input_delay [expr $clk_period * $clk_io_pct] -clock clk0 $non_clock_inputs
set_output_delay [expr $clk_period * $clk_io_pct] -clock clk0 [all_outputs]
==> changes_impl.md <==
### Implementation results

- Status: complete, no violations
- # Post-CTS Setup Buffers: 0
- Post-Syn Instances: 7348
- Yosys top cell by area: fa_1
- WL/cell: 17.4 um
- Max Fclk: 130 MHz
- Met2 Track Usage GR: 34.7%
- Synth cell count leaders: inv_1 (1521), fa_1 (1348), nand2_1 (1088)
- # Cells Yosys: 7348
- Layout cells sized above 1: 3.17%
- PostCTS Resize Cnt: 0
- Yosys cell types: 82
- Peak VDD IR: 68.1 uV
- Mean Syn Cell Area: 8.93 um2
- Unrepaired setup endpoints after global routing: false
- FFs w/ async S/R, synth: 0%
- Clock tree sinks: 364
- Worst EP arrival: 8.23 ns
- Chip area: 166000 um2
- First-pass GRT wire length: 272 mm
- CP endpoint kind: flip-flop
- Number of routed nets with antenna violations: 0
- Initial antenna violation count: 4
- Number of clock buffers inserted by TritonCTS: 46
- CTS tree: done
- Design Area, Final: 71000 um2
- Row cnt: 148
- Data required, critical path: 15.01 ns
- H-tree depth: 2
- Core Box Area: 163000 um2
- # IOs: 164
- GPL Wtd Cong: 0.923
- Layout area overhead: 8.26%
- Critical path fanouts, max: 36
- HPWL Detailed: 129 mm
- Post-Route WL: 165 mm
- Relative slew slack: 30.5%
- Number of enable flip-flop cells: 56
- Chip area in the Yosys report: 65600 um2
- Number of port buffers: 159
- Synth Seq Share: 12.0%
- First-pass detailed-route iteration total: 6
- Max cap viols: 0
- Fin crit period: 7.72 ns
- Ys flop type: dfxtp_1
- Total negative slack: 0 ns
- Vias: 47200
- Largest net degree at the start of global routing: 74
- Clk buf depth: 3
- Clk Tree Root Cell: clkbuf_16
- Met3 GRT Util: 11.1%
- Mapped Area: 65600 um2
- Util after Layout: 43.6%
- Final hold vios: 0
- Placed instance area: 69400 um2
- Critical Setup Path Class: reg -> reg
- CTS Hold Buffers Added: 0
- Count of final setup violators: 0
- Met1 Use GR: 29.8%
- Worst hold path type: reg -> reg
- Synth top cell by count: inv_1
- Vias in the first global route: 50400
- Clock transition at path regs: 0.06 ns
- Gr ovfl total: 0
- Via/cell ratio: 4.95
- Global Route Usage Sum: 22.5%
- Clock latency (worst-skew pair): 0.64 ns
- #FFs+latches synth: 364
- Biggest area cells: fa_1 (41%), ha_1 (9.4%), dfxtp_1 (9.4%)
- DRT iter0 DRCs: 1971
- Pins over their slew limit: 0
- Fp_density: 40.3%
- Log Warnings: 29
- Power per cell area: 75.5 nW/um2
- Worst Max-Slew Pin Slew: 1.04 ns
- Die Width: 407 um
- Clock Skew: 0.0401 ns
- Fin crit share: 53.2%
- Most used routing layer: met2
- Die H: 407 um
- Worst Setup Start Kind: flip-flop
- Lkg Pwr: 34.6 nW
- DRC errors left: 0
- Area leader share: 41.1%
- Yosys warnings: 4
==> layout by cell type (no fill, tap or decap), types with 45 or more instances in the layout <==
cell / n
fa_1: 1348
a21oi_1: 349
xnor2_1: 141
o21ai_0: 121
nand2_1: 1086
and2_1: 673
nand3_1: 97
ha_1: 495
clkbuf_16: 47
a21o_1: 71
edfxtp_1: 56
nand2b_1: 45
inv_1: 1520
dfxtp_1: 308
nor2_1: 188
buf_4: 120
xor2_1: 48
clkdlybuf4s50_1: 158
==> area by class of cell <==
type / count / area [um2]
diodes: 2 / 5.00
clock buffers: 56 / 1250
clock inverters: 29 / 329
repair buffers: 278 / 2480
fillers: 15400 / 91800
inverters: 1522 / 5720
multi-input cells: 5094 / 50700
flip-flops and latches: 364 / 7850
well taps: 2175 / 2720
==> worst paths after layout <==
kind | start | endpoint | slack (ns) | cells past startpoint
min | r_final_sums[1][30] | r_final_sums[1][30] | 0.45 | 2
max reg2reg | r_texture_matrix[7][1] | r_intermediaries[3][34] | 6.78 | 24
min reg2reg | r_final_sums[1][30] | r_final_sums[1][30] | 0.45 | 2
max | r_texture_matrix[7][1] | r_intermediaries[3][34] | 6.78 | 24
==> state kept, by name (all words and copies together), names as in the netlist <==
| register | cells |
|---|---|
| r_state | 10 |
| r_stencil_step | 2 |
| r_map_address | 18 |
| r_stencil | 2 |
| r_final_sums | 40 |
| r_intermediaries | 144 |
| r_texture_matrix | 144 |
| r_texture_power2 | 4 |
==> worst max-delay path: stages, from the launching register on <==
cell and delay, ns:
edfxtp_1 0.37, buf_4 0.28, and2_1 0.28, fa_1 0.55, inv_1 0.14, fa_1 0.52, inv_1 0.05, ha_1 0.53
inv_1 0.32, fa_1 0.56, inv_1 0.06, fa_1 0.52, inv_1 0.05, fa_1 0.49, inv_1 0.04, ha_1 0.33
a21o_1 0.20, a21oi_1 0.33, nand2b_1 0.16, o311ai_1 0.15, o41ai_1 0.56, o21ai_0 0.23, a2111oi_1 0.53, o2111ai_1 0.18
o311ai_0 0.13
==> routing by layer <==
layer	wire [um]	part of all wire, %	vias to the layer above
met2	76400	46	1609
met3	20000	12	174
li1	-	-	22100
met4	3480	2.1	8
met5	63	0.038	-
met1	65300	40	23200
==> power by group <==
part	switching, W	total [W]	internal (W)
Sequential	0.0000332	0.00109	0.00106
Clock	0.000504	0.00121	0.000710
Combinational	0.00178	0.00306	0.00128
Total	0.00231	0.00536	0.00305
==> stage by stage <==
| stage | power, W | hold WS (ns) | setup slack, ns | std cells |
|---|---|---|---|---|
| after floorplan | 0.00339 | 0.428 | 7.92 | 7348 |
| after global placement | 0.00419 | 0.442 | 6.87 | 9433 |
| after detailed placement | 0.00420 | 0.445 | 6.81 | 9433 |
| after CTS | 0.00546 | 0.453 | 6.74 | 9518 |
| after global routing | 0.00591 | 0.471 | 6.25 | 9518 |
| final | 0.00536 | 0.453 | 6.78 | 9520 |
==> cell families (layout without fill, tap and decap cells) <==
logic type | count (synthesis) | count (layout) | share of synthesized area [%]
buffers and inverters | 1890 | 1885 | 10.8
muxes | 12 | 12 | 0.183
and+or+nand+nor | 2276 | 2276 | 16.6
adders and majority gates | 1843 | 1843 | 50.6
other | 0 | 2 | 0
DFF | 364 | 364 | 12.0
xor gates and xnor gates | 189 | 189 | 2.52
AOI/OAI and AO/OA | 774 | 774 | 7.30
Power figures rest on the tool's default switching activity, not on a simulated workload.
