`config.mk`:
```
export PLATFORM = sky130hd
export DESIGN_NAME = ibis_lighting
export DESIGN_NICKNAME = ibis_lighting
export VERILOG_FILES = /design/flow/design.v
export SDC_FILE = /design/flow/constraint.sdc
export NUM_CORES = 4
export LEC_CHECK = 1
export CORE_UTILIZATION = 50
```
`constraint.sdc`:
```
current_design ibis_lighting

set clk_period 7.1
set clk_io_pct 0.2

create_clock -name clk0 -period $clk_period [get_ports {aclk}]

set non_clock_inputs [all_inputs -no_clocks]
set_input_delay [expr $clk_period * $clk_io_pct] -clock clk0 $non_clock_inputs
set_output_delay [expr $clk_period * $clk_io_pct] -clock clk0 [all_outputs]
```
`design.v`:
```
`timescale 1ns / 1ps
`default_nettype none
module ibis_lighting
#(parameter WIDTH = 11)
 (input wire logic aclk,
  input wire logic aresetn,
  input wire logic enable,
  input wire logic unsigned [2:0] write_registers,
  input wire logic unsigned [WIDTH - 1:0] x,
  input wire logic unsigned [WIDTH - 1:0] y,
  input wire logic unsigned [3:0] attenuation,
  input wire logic unsigned [WIDTH - 1:0] origin_x,
  input wire logic unsigned [WIDTH - 1:0] origin_y,
  input wire logic unsigned [7:0] value_in0,
  input wire logic unsigned [7:0] value_in1,
  output logic unsigned [7:0] value_out,
  output logic ready);
  logic unsigned [9:0] r_state;
  always_ff @(posedge aclk) begin: ibis_lighting_statem
    if(!aresetn) begin
      r_state <= 10'b00000_00001;
    end else if(enable) begin
      r_state <= {r_state[8:0], r_state[9]};
    end
  end: ibis_lighting_statem
  logic signed [WIDTH:0] r_coord[2];
  logic signed [WIDTH:0] r_origin[2];
  logic unsigned [3:0] r_attenuation;
  logic unsigned [7:0] r_values[2];
  always_ff @(posedge aclk) begin: ibis_lighting_store_mode
    if(!aresetn) begin
      r_attenuation <= 4'h0;
    end else if(enable & write_registers[0] & r_state[0]) begin
      r_attenuation <= attenuation;
    end
  end: ibis_lighting_store_mode
  always_ff @(posedge aclk) begin: ibis_lighting_storeOX
    if(!aresetn) begin
      r_origin[0] <= '0;
    end else if(enable & write_registers[1] & r_state[0]) begin
      r_origin[0] <= signed'({1'b0, origin_x});
    end
  end: ibis_lighting_storeOX
  always_ff @(posedge aclk) begin: ibis_lighting_storeOY
    if(!aresetn) begin
      r_origin[1] <= '0;
    end else if(enable & write_registers[2] & r_state[0]) begin
      r_origin[1] <= signed'({1'b0, origin_y});
    end
  end: ibis_lighting_storeOY
  always_ff @(posedge aclk) begin: ibis_lighting_storeX
    if(!aresetn) begin
      r_coord[0] <= '0;
    end else if(enable & r_state[0]) begin
      r_coord[0] <= signed'({1'b0, x});
    end
  end: ibis_lighting_storeX
  always_ff @(posedge aclk) begin: ibis_lighting_storeY
    if(!aresetn) begin
      r_coord[1] <= '0;
    end else if(enable & r_state[0]) begin
      r_coord[1] <= signed'({1'b0, y});
    end
  end: ibis_lighting_storeY
  always_ff @(posedge aclk) begin: ibis_lighting_storeC0
    if(!aresetn) begin
      r_values[0] <= 8'h00;
    end else if(enable & r_state[0]) begin
      r_values[0] <= value_in0;
    end
  end: ibis_lighting_storeC0
  always_ff @(posedge aclk) begin: ibis_lighting_storeC1
    if(!aresetn) begin
      r_values[1] <= 8'h00;
    end else if(enable & r_state[0]) begin
      r_values[1] <= value_in1;
    end
  end: ibis_lighting_storeC1
  logic signed [WIDTH:0] r_sub[2];
  always_ff @(posedge aclk) begin: ibis_lighting_subX
    if(!aresetn) begin
      r_sub[0] <= '0;
    end else if(enable & r_state[1]) begin
      r_sub[0] <= r_coord[0] - r_origin[0];
    end
  end: ibis_lighting_subX
  always_ff @(posedge aclk) begin: ibis_lighting_subY
    if(!aresetn) begin
      r_sub[1] <= '0;
    end else if(enable & r_state[3]) begin
      r_sub[1] <= r_coord[1] - r_origin[1];
    end
  end: ibis_lighting_subY
  logic signed [WIDTH*2:0] r_square[2];
  always_ff @(posedge aclk) begin: ibis_lighting_squareDX
    if(!aresetn) begin
      r_square[0] <= '0;
    end else if(enable & r_state[2]) begin
      r_square[0] <= r_sub[0] * r_sub[0];
    end
  end: ibis_lighting_squareDX
  always_ff @(posedge aclk) begin: ibis_lighting_squareDY
    if(!aresetn) begin
      r_square[1] <= '0;
    end else if(enable & r_state[4]) begin
      r_square[1] <= r_sub[1] * r_sub[1];
    end
  end: ibis_lighting_squareDY
  logic signed [WIDTH * 2:0] r_distance;
  always_ff @(posedge aclk) begin: ibis_lighting_addD
    if(!aresetn) begin
      r_distance <= '0;
    end else if(enable & r_state[5]) begin
      r_distance <= r_square[0] + r_square[1];
    end
  end: ibis_lighting_addD
  logic unsigned [7:0] r_attenuation_coeff;
  logic r_stencil;
  always_ff @(posedge aclk) begin: ibis_lighting_attenuate
    if(!aresetn) begin
      r_attenuation_coeff <= 8'h00;
    end else if(enable & r_state[6]) begin
      unique case(r_attenuation)
        4'h0: r_attenuation_coeff <= 8'h00;
        4'h1: r_attenuation_coeff <= r_distance[(WIDTH * 2)-2:(WIDTH * 2)-9];
        4'h2: r_attenuation_coeff <= r_distance[(WIDTH * 2)-3:(WIDTH * 2)-10];
        4'h3: r_attenuation_coeff <= r_distance[(WIDTH * 2)-4:(WIDTH * 2)-11];
        4'h4: r_attenuation_coeff <= r_distance[(WIDTH * 2)-5:(WIDTH * 2)-12];
        4'h5: r_attenuation_coeff <= r_distance[(WIDTH * 2)-6:(WIDTH * 2)-13];
        4'h6: r_attenuation_coeff <= r_distance[(WIDTH * 2)-7:(WIDTH * 2)-14];
        4'h7: r_attenuation_coeff <= r_distance[(WIDTH * 2)-8:(WIDTH * 2)-15];
        4'h8: r_attenuation_coeff <= r_distance[(WIDTH * 2)-9:(WIDTH * 2)-16];
        4'h9: r_attenuation_coeff <= r_distance[(WIDTH * 2)-10:(WIDTH * 2)-17];
        4'hA: r_attenuation_coeff <= r_distance[(WIDTH * 2)-11:(WIDTH * 2)-18];
        4'hB: r_attenuation_coeff <= r_distance[(WIDTH * 2)-12:(WIDTH * 2)-19];
        4'hC: r_attenuation_coeff <= r_distance[(WIDTH * 2)-13:(WIDTH * 2)-20];
        4'hD: r_attenuation_coeff <= r_distance[(WIDTH * 2)-14:(WIDTH * 2)-21];
        4'hE: r_attenuation_coeff <= r_distance[(WIDTH * 2)-15:(WIDTH * 2)-22];
        4'hF: r_attenuation_coeff <= 8'hFF;
        default: ;
      endcase
    end
  end: ibis_lighting_attenuate
  always_ff @(posedge aclk) begin: ibis_lighting_stencil
    if(!aresetn) begin
      r_stencil <= 1'b0;
    end else if(enable & r_state[6]) begin
      unique case(r_attenuation)
        4'h0: r_stencil <= 1'b1;
        4'h1: r_stencil <= ~|r_distance[(WIDTH * 2)-1:(WIDTH * 2)-1];
        4'h2: r_stencil <= ~|r_distance[(WIDTH * 2)-1:(WIDTH * 2)-2];
        4'h3: r_stencil <= ~|r_distance[(WIDTH * 2)-1:(WIDTH * 2)-3];
        4'h4: r_stencil <= ~|r_distance[(WIDTH * 2)-1:(WIDTH * 2)-4];
        4'h5: r_stencil <= ~|r_distance[(WIDTH * 2)-1:(WIDTH * 2)-5];
        4'h6: r_stencil <= ~|r_distance[(WIDTH * 2)-1:(WIDTH * 2)-6];
        4'h7: r_stencil <= ~|r_distance[(WIDTH * 2)-1:(WIDTH * 2)-7];
        4'h8: r_stencil <= ~|r_distance[(WIDTH * 2)-1:(WIDTH * 2)-8];
        4'h9: r_stencil <= ~|r_distance[(WIDTH * 2)-1:(WIDTH * 2)-9];
        4'hA: r_stencil <= ~|r_distance[(WIDTH * 2)-1:(WIDTH * 2)-10];
        4'hB: r_stencil <= ~|r_distance[(WIDTH * 2)-1:(WIDTH * 2)-11];
        4'hC: r_stencil <= ~|r_distance[(WIDTH * 2)-1:(WIDTH * 2)-12];
        4'hD: r_stencil <= ~|r_distance[(WIDTH * 2)-1:(WIDTH * 2)-13];
        4'hE: r_stencil <= ~|r_distance[(WIDTH * 2)-1:(WIDTH * 2)-14];
        4'hF: r_stencil <= 1'b0;
        default: ;
      endcase
    end
  end: ibis_lighting_stencil
  logic unsigned [15:0] r_mixes[2];
  always_ff @(posedge aclk) begin: ibis_lighting_final0
    if(!aresetn) begin
      r_mixes[0] <= 16'h0000;
    end else if(enable & r_state[7]) begin
      r_mixes[0] <= {8'h00, r_values[0]} * {8'h00, (8'hFF - r_attenuation_coeff)};
    end
  end: ibis_lighting_final0
  always_ff @(posedge aclk) begin: ibis_lighting_final1
    if(!aresetn) begin
      r_mixes[1] <= 16'h0000;
    end else if(enable & r_state[7]) begin
      r_mixes[1] <= {8'h00, r_values[1]} * {8'h00, r_attenuation_coeff};
    end
  end: ibis_lighting_final1
  logic unsigned [7:0] r_value_out;
  always_ff @(posedge aclk) begin: ibis_lighting_final_sum
    if(!aresetn) begin
      r_value_out <= 8'h00;
    end else if(enable & r_state[9]) begin
      r_value_out <= r_stencil ? (r_mixes[0][15:8] + r_mixes[1][15:8]) : r_values[1];
    end
  end: ibis_lighting_final_sum
  assign value_out = r_value_out;
  assign ready = r_state[9];
endmodule: ibis_lighting
```
`run.sh`:
```
#!/bin/bash
# OpenROAD 26Q1-2900-gdf79404cd8, Yosys 0.63+post, stock flow scripts
make -C /OpenROAD-flow-scripts/flow DESIGN_CONFIG=/design/flow/config.mk WORK_HOME=/design/flow/orfs finish
```
==> reports/metrics.cfg <==
[status]
outcome=complete, no violations

[power]
p_per_area_nw_per_um2=111
ir_drop_mv=0.183
p_int_uw=1920
seqPwrFrac_pct=42.3
p_clk_share_pct=37.2
p_comb_share_pct=20.6
power.leakage_uw=0.0114
p_sw_share_pct=30.0
p_switching_uw=826

[yosys]
yosys.stat.seqShare_pct=17.0
avgSynthCellArea_um2=8.32
ys_warn_count=7
synth_area_um2=22900
ys_cells=2755
ys_async_sr_fraction_pct=0
yosys.area_share.aoi_pct=13.1
ys_sh_mux_pct=1.36
top_logic_kind=adder cells
xor_share_pct=3.33
most_common_cell=inv_1
top_area_share_pct=26.0
yosys.area.top_type=fa_1
yosys.area_share.simple_pct=17.3
synth_flops=195
yosysUniqueCellTypes=73
synth-edff-count=0
synth_adder_area_share_pct=38.0
area_leaders=fa_1, dfxtp_1, ha_1, inv_1, nand2_1
flop_cell=dfxtp_1
synthTopCellsByCount=inv_1, nand2_1, fa_1
ys_area_um2=22900
syn_inst=2755

[cts]
cts_max_level=4
cts_buffer_depth=2
ctsHoldBuffers=0
clkTransAtPathRegs_ns=0.07
root_buffer=clkbuf_16
post_cts_buffers=0
cts_tree=done
numCtsBuffers=17
cts_resized=0
cts_sinks=195
clkLatencyLatePin_ns=0.48

[worst_setup_path]
critPathRequiredTime_ns=7.50
r2r_cells=18
worst_ep_arrival_time_ns=5.90
crit_fanout=14
worstSetupPathType=reg2reg
endpoint_kind=register
start_kind=register
r2r_start=r_sub[0][11]$_SDFFE_PN0P_
r2r_slack_ns=1.60
rr_endpoint=r_square[0][21]$_SDFFE_PN0P_

[detailed_routing]
wl_mm=53.1
postRouteAntennaNets=0
wl_met2_mm=24.9
wl_per_cell_um=15.8
diodes=0
first_pass_iters=5
wl_met1_mm=24.3
vias=18100
route.met3.wl_mm=2.75
via_per_inst=5.38
highest_layer=met4
drt_iter0_markers=1031
drc=0

[final_timing]
worst_clock_skew_ns=0.0113
hold_viol=0
rsz0062_at_grt=false
tightest_slew_ns=0.855
period_needed_ns=5.50
slew_violations=0
fin_crit_sh_pct=77.5
setup_tns_ns=0
finalSetupViolCount=0
max_slew_margin_pct=43.0
fmax_mhz=182

[global_routing]
grt_use_total_pct=25.6
grt_max_degree=85
overflow=0
grt_antenna_before_repair=0
grt_pass1_wl_mm=91.9
grt_pass1_vias=18100

[run]
warnings=30
cap_viol_max_count=0

[hold_path]
hp-class=reg2reg
min_to=r_square[1][10]$_SDFFE_PN0P_
min_from=r_square[1][10]$_SDFFE_PN0P_
hold_depth=2

[layout]
seq_area_um2=3900
drive_gt1_share_pct=2.90
nFillCells=4154
post-route-util_pct=54.6
logic_area_um2=16700
syn2layout_area_growth_pct=7.83

[placement]
globalplace.congestion=0.903
port_buffers=78
hpwl_mm=42.1

[floorplanning]
io_pins=79
die_h_um=216
die_area_um2=46700
die_w_um=216
coreArea_um2=45300
rows=78
initCoreUtil_pct=50.6

worst max-delay path by stage:
stage	start	endpoint	slack, ns
5_1_grt	r_sub[0][2]$_SDFFE_PN0P_	r_square[0][19]$_SDFFE_PN0P_	1.20
6_report	r_sub[0][11]$_SDFFE_PN0P_	r_square[0][21]$_SDFFE_PN0P_	1.60
4_1_cts	r_sub[0][11]$_SDFFE_PN0P_	r_square[0][21]$_SDFFE_PN0P_	1.59
cells in the final DEF (no fill, tap or decap), drive strengths merged, types with 23 or more instances in the layout:
cell,instances
a21oi,209
xor2,24
a211oi,23
xnor2,63
ha,221
nand2,379
and2,94
dfxtp,195
nor2,107
clkdlybuf4s50,77
nor2b,43
inv,469
o21ai,95
nand3,70
nand2b,48
nor3,26
fa,297
power by group through the flow:
| stage | sequential, uW | clock, uW | combinational [uW] |
|---|---|---|---|
| CTS | 1160 | 1050 | 569 |
| global route | 1170 | 1090 | 651 |
| finish | 1160 | 1020 | 565 |
critical path, cell delays in order, from the launching register on:
cell	delay, ns
dfxtp_1	0.62
nand2_1	0.18
fa_1	0.56
inv_1	0.07
ha_1	0.45
inv_1	0.17
fa_1	0.51
inv_1	0.05
fa_1	0.52
inv_1	0.05
fa_1	0.47
inv_1	0.04
ha_1	0.31
or2_2	0.29
a211oi_1	0.53
o311ai_1	0.20
xnor2_1	0.19
nand2_1	0.07
a21oi_1	0.14
final cells by class:
type	instances	share of cell area, %
Tap cell	600	3.04
Multi-Input combinational cell	1961	67.8
Clock buffer	22	1.84
Timing Repair Buffer	99	3.78
Clock inverter	10	0.608
Inverter	469	7.15
Sequential cell	195	15.8
logic make-up after synthesis:
kind of cell,Yosys count
AND-OR/OR-AND,491
XOR/XNOR,87
adder cells (fa/ha/maj),518
buffers and inverters,599
flip-flops,195
multiplexers,27
AND/OR/NAND/NOR,838
sequential cells by signal, summed over array words and instances, names as in the netlist:
register,cells
r_values,16
r_square,42
r_coord,22
r_stencil,1
r_attenuation,4
r_attenuation_coeff,8
r_sub,24
r_value_out,8
r_distance,22
r_origin,22
r_mixes,16
r_state,10
metrics by stage:
stage	cell area [um^2]	setup WS, ns	instances	hold WS [ns]	total power (uW)
after global routing	24700	1.20	3356	0.482	2910
after detailed placement	24100	1.62	3324	0.450	1750
after CTS	24700	1.59	3356	0.461	2780
after global placement	24100	1.67	3324	0.442	1750
final	24700	1.60	3356	0.458	2750
after floorplan	22900	1.96	2755	0.401	1580
layer usage:
metal / vias up / global-route usage (%)
met4: 0 / 4.34
met2: 429 / 39.8
met3: 68 / 4.46
met1: 8729 / 40.1
li1: 8844 / -
met5: - / 0.208
Power figures rest on the tool's default switching activity, not on a simulated workload.
